## run.sh

```bash
#!/bin/bash
# OpenROAD 26Q1-2900-gdf79404cd8, Yosys 0.63+post, stock flow scripts
make -C /OpenROAD-flow-scripts/flow DESIGN_CONFIG=/design/flow/config.mk WORK_HOME=/design/flow/orfs finish
```

## config.mk

```make
export PLATFORM = sky130hd
export DESIGN_NAME = alu32
export DESIGN_NICKNAME = alu32
export VERILOG_FILES = /design/flow/design.v
export SDC_FILE = /design/flow/constraint.sdc
export NUM_CORES = 4
export LEC_CHECK = 1
export CORE_UTILIZATION = 30
```

## constraint.sdc

```tcl
current_design alu32

set clk_period 25.2
set clk_io_pct 0.2

create_clock -name clk0 -period $clk_period

set non_clock_inputs [all_inputs -no_clocks]
set_input_delay [expr $clk_period * $clk_io_pct] -clock clk0 $non_clock_inputs
set_output_delay [expr $clk_period * $clk_io_pct] -clock clk0 [all_outputs]
```

## design.v

```verilog
module alu32(sum,a,b,shamt,zout,gin); 
output [31:0] sum;
input [31:0] a,b; 
input [2:0] gin; 
input [4:0] shamt; 
reg [31:0] sum;
reg [31:0] less;
output zout;
reg zout;
always @(a or b or gin)
begin
	case(gin)
	3'b010: sum=a+b; 		 
	3'b110: sum=a+1+(~b);	 
	3'b111: begin less=a+1+(~b);	 
			if (less[31]) sum=1;	
			else sum=0;
		  end
	3'b000: sum=a & b;	 
	3'b001: sum=a|b;		 
	3'b011: sum=b>>shamt;	 
	default: sum=31'bx;	
	endcase
zout=~(|sum);
end
endmodule
```

==> impl_metrics.tcl <==
# yosys + openroad results
set metrics [dict create \
    type_of_the_worst_setup_path "in2out" \
    ys_sh_simple 0.2001 \
    max_area_cell_share 0.1786 \
    num_io_pins 105 \
    cts.repair.resized 0 \
    routabilityCongestion 0.9775 \
    synthDistinctLibCells 77 \
    areaGrowthSynthToFinish_pct 17.09 \
    slowest_stage "sky130_fd_sc_hd__clkdlybuf4s50_1" \
    power.static_leakage_nw 3.528 \
    layout.filler_cells 2369 \
    die-area_um2 23730 \
    crit_path_start_kind "primary input" \
    syn_area_per_cell_um2 6.969 \
    die.size.y_um 154.0 \
    ff_count 0 \
    fin_setup_tns_ps 0 \
    std_cell_rows 55 \
    area_leaders "sky130_fd_sc_hd__ha_1, sky130_fd_sc_hd__mux2i_1, sky130_fd_sc_hd__mux4_2" \
    placement.cell_area_um2 8119 \
    finish.instance_area_um2 8119 \
    io_buffers 105 \
    post-route-min-period_ps 15450 \
    syn_inst 995 \
    detailedRoute.firstPassIterationCount 5 \
    tool_warnings 99 \
    max_cap_viol_count 0 \
    critical_path_s_top_delay_family "simple AND/OR/NAND/NOR gates" \
    hold_buffer_count_at_cts 0 \
    layout_top_cells "sky130_fd_sc_hd__inv_1, sky130_fd_sc_hd__clkdlybuf4s50_1, sky130_fd_sc_hd__ha_1" \
    cp.arrival_ps 10410 \
    via_per_inst 6.075 \
    status "completed" \
    wl_um 29640 \
    report.power.total_w 0.0001857 \
    timing.hold.worst_endpoint "sum[25]" \
    hold_path.startpoint "gin[0]" \
    setup_viol 0 \
    lay_top_count "sky130_fd_sc_hd__inv_1" \
    worst_hold_path_type "in2out" \
    synthesis.yosys.warnings 1 \
    ys_top_logic_family "AND-OR/OR-AND gates" \
    period_used_share 0.6130 \
    post_synth_ao_oa_area_fraction 0.3181 \
    cts.repair_timing.setup_buffer_count 0 \
    grt_usage 0.2499 \
    vias_in_the_first_global_route 7441 \
    final_max_slew_viol_count 0 \
    cp_cell_sequence "clkdlybuf4s50_1, inv_1, ha_1, o21ai_0, and2_1, nor3_1, nor3_1, o2111a_1, or4_1, nor4_1, nand4b_1, or4_1, nor4_1, nor4b_2, clkdlybuf4s50_1" \
    wire_length_of_the_first_global_routing_pass_um 44860 \
    diodes_inserted 0 \
    drt_drc_violations_left 0 \
    ys_area_um2 6934 \
    endpoint_kind "output pin" \
    wl_per_cell_um 22.27 \
    ys_sh_xor 0.02905 \
    cp.buffers_inverters 3 \
    grt_start_max_net_pins 47 \
    grt_setup_unrepaired "no" \
    final-hold-violation-count 0 \
    max_slew_headroom_at_the_worst_pin 0.4115 \
    grt_overflow 0 \
    post-synth-top-area-cell "sky130_fd_sc_hd__ha_1" \
    die_x_um 154.0 \
    critPathLaunch "b[8]" \
    layout.clock_buffers 0 \
    initial_antenna_violation_count 0 \
    drive_above_1_share 0.05736 \
    timing.hold.worst_path_depth 5 \
    tightestPinTransition_ps 871.7 \
    power_per_cell_area_nw_per_um2 22.87 \
    place_hpwl_um 23900 \
    via_count 8086 \
    synth_sequential_area_ratio 0 \
    post_synth_fa_ha_maj_area_fraction 0.1844 \
    crit_fanout 12 \
    first_iter_violations 969 \
    core_um2 22640 \
    critPathMaxStageDelay_ps 660 \
    cp_data_required_time_ps 20160 \
    yosys_cell_count 995 \
    register_area_um2 0 \
    vdd.ir_drop.worst_mv 0.007867 \
    achievable-frequency_mhz 64.73 \
    final_antenna_violating_net_count 0 \
    fp-utilization 0.3063 \
    post_synth_instance_area_um2 6934 \
    mux_share 0.1696 \
    mi_logic_area_um2 6256 \
]
-- cell usage after synthesis, drive strengths merged (20+ instances only) --
library cell and instances:
nor2 88, o211ai 20, ha 99, buf 23, mux4 24, nand3 24
a211oi 21, inv 102, o21ai 65, clkbuf 44, a21oi 84, mux2i 53
nand2 64
-- layout make-up --
| type | count | area share |
|---|---|---|
| inverter | 102 | 0.04716 |
| multi-input combinational | 826 | 0.7705 |
| tap | 285 | 0.04392 |
| timing repair buffer | 118 | 0.1384 |
-- logic make-up (layout without fill, tap and decap cells) --
kind of cell,Yosys count,count (layout)
compound gates,333,333
xor+xnor,23,23
fa+ha+maj,101,101
buf+inv,169,220
mux,86,86
simple gates,283,283
-- through the flow --
stage	cells	setup slack (ps)	hold WS [ps]	utilization
CTS	1331	9768	11140	0.3586
finish	1331	9751	11150	0.3586
detailed placement	1331	9813	11130	0.3586
global placement	1331	9865	11130	0.3586
floorplan	995	11820	10250	-
global route	1331	9523	11220	0.3586
-- routing by layer --
metal	routed length (µm)	global-route usage	up-vias	share of wire
met5	0	0	-	0
met4	790	0.06143	0	0.027
met3	2432	0.04536	54	0.082
met2	13160	0.3887	404	0.44
met1	13250	0.3586	3844	0.45
li1	-	-	3784	-
-- tightest hold or removal path, stage by stage --
cell and delay [ps]:
sky130_fd_sc_hd__buf_2 270, sky130_fd_sc_hd__nand2_1 120, sky130_fd_sc_hd__o211ai_1 70, sky130_fd_sc_hd__o221ai_1 110, sky130_fd_sc_hd__clkdlybuf4s50_1 480
-- worst max path at each step --
stage | depth (start not counted) | to | slack [ps]
4_1_cts | 15 | zout | 9770
5_1_grt | 15 | zout | 9520
6_report | 15 | zout | 9750
-- report_power, final --
group | total (W) | internal (W) | switching (W)
Clock | 0 | 0 | 0
Sequential | 0 | 0 | 0
Combinational | 0.000186 | 0.0000774 | 0.000108
